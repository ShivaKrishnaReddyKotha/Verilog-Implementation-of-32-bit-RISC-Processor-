`run.sh`:
```
#!/bin/bash
# OpenROAD 26Q1-2900-gdf79404cd8, Yosys 0.63+post, stock flow scripts
make -C /OpenROAD-flow-scripts/flow DESIGN_CONFIG=/design/flow/config.mk WORK_HOME=/design/flow/orfs finish
```
`config.mk`:
```
export PLATFORM = sky130hd
export DESIGN_NAME = ID_ALU
export DESIGN_NICKNAME = ID_ALU
export VERILOG_FILES = /design/flow/design.v
export SDC_FILE = /design/flow/constraint.sdc
export NUM_CORES = 4
export LEC_CHECK = 1
export CORE_UTILIZATION = 30
```
`constraint.sdc`:
```
current_design ID_ALU

set clk_period 14.3
set clk_io_pct 0.2

create_clock -name clk0 -period $clk_period [get_ports {clk}]

set non_clock_inputs [all_inputs -no_clocks]
set_input_delay [expr $clk_period * $clk_io_pct] -clock clk0 $non_clock_inputs
set_output_delay [expr $clk_period * $clk_io_pct] -clock clk0 [all_outputs]
```
`design.v`:
```
`timescale 1ns / 1ps
module ID_ALU(
    input [31:0] a,b,
	 input [3:0]instruction_in,
    input clk,
    input rst,
    output reg[31:0] alu_out
    );
always @(posedge clk)
begin
    if(rst)
	    	 begin
               alu_out <=4'b0000;					
			 end
	 else
	  begin    
	          case(instruction_in)
				4'b0001: alu_out <=a+b;
				4'b0010: alu_out <=a-b;
				4'b0011: alu_out <=a*b;
				4'b0100: alu_out <=a&b;
				4'b0101: alu_out <=a|b;
				4'b0110: alu_out <=a^b;
				4'b0111: alu_out <=a;  
				4'b1000: alu_out <=a+32'd55;  
				4'b1001: alu_out <=alu_out<<3;
			endcase	
	  end
end	 
endmodule
```
==> run notes <==
yosys + openroad results -> unrepaired setup endpoints after global routing=no, Hold Crit Endpoint=alu_out[0], WL/cell=23.5 um, cell mode on critical path=fa_1, Synth flops=32, Mapped Area=20,300 um^2, share of cells above drive strength 1=0.0413, GRT overflow=0, Top Family by Delay on Critical Path=adder cells, CTS tree=built, Seq share, synth=0.0315, Top cells by area=fa_1, ha_1, inv_1, fillers=6,968, final setup fails=0, Flop area=641 um^2, WL final=79,600 um, vias post-DR=18,000, Fin Setup TNS=0 ns, Placer Congestion=1.04, hold crit path type=flop to flop, FF-to-FF End=alu_out[13], max-slew violations=0, I/O pin cnt=102, DRT antenna net count=0, die height=262 um, Max transition margin=0.420, vias per cell=5.31, Setup crit start=a[5], WP buf/inv=4, chip area=68,800 um^2, # Cells Yosys=2,472, post-placement cell count=3,382, Unique cell types=71, DR iter-0 viols=1,590, hold path start=alu_out[0], R2R Setup Slk=12.54 ns, Setup CP Type=input pin to flop, cells after synthesis=2,472, top cells by count, synth=inv_1, fa_1, nor2_1, gr usage total=0.247, yosys stat area=20,300 um^2, syn_area_per_cell=8.22 um^2, Largest regs=alu_out x32, CP max FO=18, CTS root buf=clkbuf_16, area growth from synthesis to layout=11.4%, Worst path slowest cell=clkdlybuf4s50_1, max FFs per register=32, worst flop-to-flop path startpoint=alu_out[10], crit-path cells=clkdlybuf4s50_1 -> clkinv_1 -> nor2_1 -> fa_1 -> fa_1 -> inv_1 -> fa_1 -> fa_1 -> inv_1 -> ha_1 -> ha_1 -> fa_1 -> fa_1 -> ha_1 -> o2111ai_1 -> or3_1 -> a21oi_1 -> a22oi_1 -> o21ai_0 -> a21o_1 -> a21oi_1 -> xor2_1 -> o32ai_1, TritonRoute pass-1 iters=9, # hold bufs at CTS=0, Clock Path Buffers=2, HPWL Detailed=61,000 um, Worst Skew=0.00713 ns, initial antenna violation count=4, Critical Path End Type=flop, Clock Sinks=32, htree depth=2, Critical Path AT=11.34 ns, Core ar.=67,200 um^2, setup bufs post-CTS=0, # Max-Cap Violations=0, post-route insts no fill=3,391, Rows=95, Largest Register=alu_out, Least-Margin Pin Slew=0.865 ns, fp util=0.303, TritonCTS Buffers=5, first-pass GRT wire length=120,000 um, pin count of the biggest net entering global routing=57, EDFF count, synth=0, I/O Buffers=101, CP startpoint kind=input pin, critical path data required time=14.51 ns, status=complete, no violations, Synth Flop Type=dfxtp_1, asr flop ratio synth=0, Log Warnings=57, yosys warns=1, die width=262 um, Fmax=89.8 MHz, clk latency of the worst-skew pair=0.30 ns, CP max stage delay=0.93 ns, post-layout period usage=0.779, CTS resizes=0, Final Hold Fails=0, Yosys top cell by instances=inv_1, clock period minus worst slack=11.13 ns, Reg2Reg Depth=5, vias in the first global route=19,100, worst hold stages=2, Clock transition at path regs=0.07 ns, post-synth top area share=0.403, Gate Area=17,500 um^2, # DRC=0, Synth area leader=fa_1
## layout by cell type, fill, tap and decap left out, drive strengths merged, types with 6 or more instances in the layout
cell             n
or3             10
o21bai           9
clkdlybuf4s50  101
nand2b           7
o21ai           63
clkinv          14
dfxtp           32
a21o            22
a221oi          21
and2             6
a211oi           7
a21oi           83
nand3           36
mux2i            9
buf             66
nand2          284
xor2            28
o21a             8
nor2           368
xnor2           84
a22oi           10
clkbuf           7
a311oi           9
nor3            28
o211ai          14
inv            441
ha             219
o2111ai         20
fa             409
a222oi          22
a31oi            9
## cell families after synthesis
family,count (synthesis),synth area share
buf+inv,585,0.109
fa+ha+maj,628,0.538
compound gates,329,0.111
mux,10,0.00499
flops,32,0.0315
simple gates,776,0.158
xor+xnor,112,0.0486
## through the flow
step | hold WS, ns | utilization | setup WS [ns] | area, um^2
floorplan | 0.436 | - | 4.69 | 20300
global placement | 0.497 | 0.334 | 3.16 | 22500
detailed placement | 0.504 | 0.334 | 2.99 | 22500
CTS | 0.514 | 0.337 | 3.28 | 22600
global route | 0.560 | 0.337 | 2.70 | 22600
finish | 0.507 | 0.337 | 3.17 | 22600
## how the worst max path moves through the flow
stage / end / slack [ns] / cells past startpoint
finish: alu_out[30] / 3.17 / 23
global route: alu_out[30] / 2.70 / 23
CTS: alu_out[30] / 3.28 / 23
## layer usage
layer / vias to the layer above / part of all wire / track usage
met5: - / 0.00044 / 0
li1: 7867 / - / -
met4: 6 / 0.053 / 0.101
met2: 1126 / 0.42 / 0.353
met1: 8769 / 0.38 / 0.313
met3: 245 / 0.15 / 0.135
## worst reg2reg max path: stages, from the launching register on
cell,delay (ns)
dfxtp_1,0.38
a221o_1,0.34
a221oi_1,0.30
o21ai_0,0.24
a311oi_1,0.31
nor3_1,0.06
## layout make-up
cell class / instances / area share
Multi-Input combinational cell: 1855 / 0.773
Sequential cell: 32 / 0.0283
Antenna cell: 1 / 0.000111
Inverter: 455 / 0.0754
Tap cell: 873 / 0.0482
Timing Repair Buffer: 167 / 0.0665
Clock buffer: 7 / 0.00674
Clock inverter: 1 / 0.00133
