==> flow/design.v <==
`timescale 1ns / 1ps
module RAM(
    input clk,rst,wre,
    input [31:0]data_in,
	 input [15:0]add,
    output reg [31:0]data_out,
	 output reg done
    );
reg [31:0] ram_mem [63:0];
always @(posedge clk)
begin
       if(rst)
		    begin
	      data_out<=32'dx;
			done<=1'b0;
			end
       else
          begin
				 if(wre)  
				  begin
             ram_mem [add] <=	data_in;	
               done<=1'b1;				 
              end 				 
			    else
				     begin
				  data_out<= ram_mem[add];
                end				  
			 end 
end 
endmodule
==> flow/run.sh <==
#!/bin/bash
# OpenROAD 26Q1-2900-gdf79404cd8, Yosys 0.63+post, stock flow scripts
make -C /OpenROAD-flow-scripts/flow DESIGN_CONFIG=/design/flow/config.mk WORK_HOME=/design/flow/orfs finish
==> flow/config.mk <==
export PLATFORM = sky130hd
export DESIGN_NAME = RAM
export DESIGN_NICKNAME = RAM
export VERILOG_FILES = /design/flow/design.v
export SDC_FILE = /design/flow/constraint.sdc
export NUM_CORES = 4
export LEC_CHECK = 1
export CORE_UTILIZATION = 50
==> flow/constraint.sdc <==
current_design RAM

set clk_period 27.5
set clk_io_pct 0.2

create_clock -name clk0 -period $clk_period [get_ports {clk}]

set non_clock_inputs [all_inputs -no_clocks]
set_input_delay [expr $clk_period * $clk_io_pct] -clock clk0 $non_clock_inputs
set_output_delay [expr $clk_period * $clk_io_pct] -clock clk0 [all_outputs]
==> GITHUB_STEP_SUMMARY <==
## Synthesis and layout report

| Metric | Value |
|---|---|
| Row count | 145 |
| Final setup TNS | 0 ns |
| Arr. time, crit path | 10.21 ns |
| Clock transition at path regs | 0.06 ns |
| Hold WC Path Type | reg -> reg |
| Worst vdd ir | 0.0636 mV |
| Post-synth cell types | 67 |
| DRC viols | 0 |
| Final non-filler cell total | 6,582 |
| DR WL/cell | 32.5 um |
| Reg area | 62,500 um2 |
| Period Utilization, post-route | 35.4% |
| CP most frequent cell | buf_4 |
| Yosys top cell area share | 78.6% |
| Total Power | 6500 uW |
| P&R area growth vs syn | 12.9% |
| Core region area | 157,000 um2 |
| DR iter-0 viols | 3,101 |
| Cell total after placement | 6,199 |
| RSZ-0062 raised after global routing | no |
| Wirelength, routed | 214 mm |
| Worst Clk Skew | 0.0503 ns |
| Die Wd | 401 um |
| Leakage | 0.0280 uW |
| EDFF count, synth | 2,080 |
| Total grt overflow | 0 |
| Mapped Cells | 4,150 |
| Hold_sp | done$_SDFFE_PP0P_ |
| Adder share | 0% |
| Startpoint types | primary input |
| Resized Gates After CTS | 0 |
| Most instantiated logic cell after routing | edfxtp_1 |
| Crit path max-delay cell type | buf_4 |
| Main logic family | AND-OR/OR-AND gates |
| Setup WS pre-CTS | 16.95 ns |
| Antenna cells | 0 |
| Crit Path Max Fanout | 49 |
| Crit path cell chain | buf_8 -> buf_4 -> buf_4 -> and2_2 -> buf_4 -> buf_4 -> nand3_1 -> buf_4 -> nor2_4 -> buf_4 |
| Reg2Reg Depth | 4 |
| Syn avg cell area | 19.2 um2 |
| Ys cells | 4,150 |
| DR vias/cell | 6.39 |
| Seq/Total Area, Yosys | 78.6% |
| Slew at the pin closest to its max-slew limit | 1.04 ns |
| Simple share | 3.57% |
| Fin crit period | 9.73 ns |
| Power Dens Cells | 72.4 nW/um2 |
| Final hold violation count | 0 |
| Launching point of the worst reg2reg path | ram_mem[31][9]$_DFFE_PP_ |
| Clock Latency Late Sink | 0.85 ns |
| Clock buffer depth | 3 |
| DRT antenna net count | 0 |
| Vias in the first global route | 44,300 |
| Pre-antenna DRT Iters | 5 |
| Total of max-cap violations | 0 |
| Mapped Area | 79,500 um2 |
| Gate Area | 16,100 um2 |
| Reg2reg setup slack | 24.61 ns |
| CP endpoint kind | flip-flop |
| Async S/R FF share, synth | 0% |
| Slew Limit Fails | 0 |
| Crit path required time | 27.98 ns |
| CTS buffer count | 206 |
| Post-synth top area cell | edfxtp_1 |
| CTS Sinks | 2,081 |
| Worst reg2reg endpoint | data_out[9]$_DFFE_PN_ |
| Initial antenna violation count | 3 |
| #FFs+latches synth | 2,081 |
| Dominant Register Cell | edfxtp_1 |
| Worst Setup EP | ram_mem[51][28]$_DFFE_PP_ |
| Setup slack after layout | 17.77 ns |
| CTS Hold Bufs | 0 |
| Die Area | 161,000 um2 |
| Peak Freq | 0.103 GHz |
| Worst setup path start | add[0] |
| DP Wirelength | 119 mm |
| Tot GR Track Use | 30.4% |
| Worst Path Class, Setup | in -> reg |
| Routability congestion estimate | 0.881 |
| Status | finished, final reports clean |
| Post-synthesis compound-gate area fraction | 8.07% |
| Max incr delay on CP | 0.60 ns |
| First-pass GRT wire length | 309 mm |
| H-tree levels | 4 |
| IO buf count | 73 |
| Final setup vio count | 0 |
| Mux share | 7.91% |
| Postcts setup bufs | 0 |
| Total number of vias | 42,000 |
| Init Core Util | 50.7% |
| Clk root buf | clkbuf_16 |
| Layout cells sized above 1 | 20.0% |
| Yosys stat chip area | 79,500 um2 |
| Synth Area in XOR/XNOR | 0% |
| Top cells by area | edfxtp_1 (79%), mux4_2 (5.0%), a221oi_1 (3.5%) |
| Die height | 401 um |
| FILL cells | 11,400 |
| Most frequent cells in the layout | edfxtp_1 (2,080), a221oi_1 (318), buf_4 (211) |
| TritonCTS clock tree | built |
| Largest net degree at the start of global routing | 75 |
| Max_slew headroom | 30.3% |
| Synth warnings | 1 |
| OpenROAD warning count | 36 |
| IO Pins | 84 |
[kinds of logic after synthesis]
| family | Yosys count |
|---|---|
| multiplexers | 394 |
| flip-flops | 2081 |
| AND/OR/NAND/NOR | 548 |
| buffers and inverters | 302 |
| AND-OR/OR-AND | 825 |
[stage by stage]
| stage | hold slack, ns | instance area, um2 | util, % |
|---|---|---|---|
| floorplan | 0.411 | 79500 | - |
| global route | 0.533 | 89800 | 57.2 |
| global placement | 0.462 | 83400 | 53.2 |
| finish | 0.471 | 89800 | 57.2 |
| CTS | 0.474 | 89800 | 57.2 |
| detailed placement | 0.463 | 83400 | 53.2 |
[worst min path at each step]
stage,depth (start not counted),endpoint,slack [ns]
after CTS,2,done$_SDFFE_PP0P_,0.47
after global routing,2,done$_SDFFE_PP0P_,0.53
final,2,done$_SDFFE_PP0P_,0.47
[sequential cells by signal (all words and copies together), names as in the netlist]
| signal | count |
|---|---|
| data_out | 32 |
| done | 1 |
| ram_mem | 2048 |
[power by group]
part           internal (uW)  switching, uW  total (uW)
Clock                   1470           1170        2640
Combinational            109            232         341
Sequential              3510           8.61        3520
[critical path, delay by kind of cell]
kind	cells	cell delay (ns)
AND/OR/NAND/NOR	3	1.20
buffers and inverters	7	3.44
[routing by layer]
metal | global-route usage, % | routed length (um)
met5 | 3.51 | 812
met4 | 6.61 | 5700
met3 | 23.7 | 39400
met2 | 40.9 | 96300
met1 | 42.0 | 71800
[cell usage after synthesis, drive strengths merged, types with 72 or more instances]
library cell,instances
buf,158
a221oi,318
mux2,100
a22oi,117
edfxtp,2080
o22ai,78
nor2,122
nand2,112
a22o,72
mux4,177
mux2i,117
nor3,93
clkbuf,138
[layout make-up]
| cell class | count | share of cell area (%) |
|---|---|---|
| clock buffer | 263 | 6.04 |
| clock inverter | 120 | 1.03 |
| inverter | 6 | 0.0307 |
| multi-input combinational | 1767 | 18.0 |
| sequential | 2081 | 69.6 |
| tap | 2058 | 2.87 |
| timing repair buffer | 287 | 2.48 |
No activity file was given, so power comes from the tool's default toggle rates.
